$ cat flow/design.v
`timescale 100 ns / 10 ps
module floatAdd16 (floatA,floatB,sum);
input [15:0] floatA, floatB;
output reg [15:0] sum;
reg sign;
reg signed [5:0] exponent;  
reg [9:0] mantissa;
reg [4:0] exponentA, exponentB;
reg [10:0] fractionA, fractionB, fraction;	 
reg [7:0] shiftAmount;
reg cout;
always @ (floatA or floatB) begin
	exponentA = floatA[14:10];
	exponentB = floatB[14:10];
	fractionA = {1'b1,floatA[9:0]};
	fractionB = {1'b1,floatB[9:0]}; 
	exponent = exponentA;
	if (floatA == 0) begin						 
		sum = floatB;
	end else if (floatB == 0) begin					 
		sum = floatA;
	end else if (floatA[14:0] == floatB[14:0] && floatA[15]^floatB[15]==1'b1) begin
		sum=0;
	end else begin
		if (exponentB > exponentA) begin
			shiftAmount = exponentB - exponentA;
			fractionA = fractionA >> (shiftAmount);
			exponent = exponentB;
		end else if (exponentA > exponentB) begin 
			shiftAmount = exponentA - exponentB;
			fractionB = fractionB >> (shiftAmount);
			exponent = exponentA;
		end
		if (floatA[15] == floatB[15]) begin			 
			{cout,fraction} = fractionA + fractionB;
			if (cout == 1'b1) begin
				{cout,fraction} = {cout,fraction} >> 1;
				exponent = exponent + 1;
			end
			sign = floatA[15];
		end else begin						 
			if (floatA[15] == 1'b1) begin
				{cout,fraction} = fractionB - fractionA;
			end else begin
				{cout,fraction} = fractionA - fractionB;
			end
			sign = cout;
			if (cout == 1'b1) begin
				fraction = -fraction;
			end else begin
			end
			if (fraction [10] == 0) begin
				if (fraction[9] == 1'b1) begin
					fraction = fraction << 1;
					exponent = exponent - 1;
				end else if (fraction[8] == 1'b1) begin
					fraction = fraction << 2;
					exponent = exponent - 2;
				end else if (fraction[7] == 1'b1) begin
					fraction = fraction << 3;
					exponent = exponent - 3;
				end else if (fraction[6] == 1'b1) begin
					fraction = fraction << 4;
					exponent = exponent - 4;
				end else if (fraction[5] == 1'b1) begin
					fraction = fraction << 5;
					exponent = exponent - 5;
				end else if (fraction[4] == 1'b1) begin
					fraction = fraction << 6;
					exponent = exponent - 6;
				end else if (fraction[3] == 1'b1) begin
					fraction = fraction << 7;
					exponent = exponent - 7;
				end else if (fraction[2] == 1'b1) begin
					fraction = fraction << 8;
					exponent = exponent - 8;
				end else if (fraction[1] == 1'b1) begin
					fraction = fraction << 9;
					exponent = exponent - 9;
				end else if (fraction[0] == 1'b1) begin
					fraction = fraction << 10;
					exponent = exponent - 10;
				end 
			end
		end
		mantissa = fraction[9:0];
		if(exponent[5]==1'b1) begin  
			sum = 16'b0000000000000000;
		end
		else begin
			sum = {sign,exponent[4:0],mantissa};
		end		
	end		
end
endmodule
$ cat flow/run.sh
#!/bin/bash
# OpenROAD 26Q1-2900-gdf79404cd8, Yosys 0.63+post, stock flow scripts
make -C /OpenROAD-flow-scripts/flow DESIGN_CONFIG=/design/flow/config.mk WORK_HOME=/design/flow/orfs finish
$ cat flow/config.mk
export PLATFORM = sky130hd
export DESIGN_NAME = floatAdd16
export DESIGN_NICKNAME = floatAdd16
export VERILOG_FILES = /design/flow/design.v
export SDC_FILE = /design/flow/constraint.sdc
export NUM_CORES = 4
export LEC_CHECK = 1
export CORE_UTILIZATION = 30
$ cat flow/constraint.sdc
current_design floatAdd16

set clk_period 24.9
set clk_io_pct 0.2

create_clock -name clk0 -period $clk_period

set non_clock_inputs [all_inputs -no_clocks]
set_input_delay [expr $clk_period * $clk_io_pct] -clock clk0 $non_clock_inputs
set_output_delay [expr $clk_period * $clk_io_pct] -clock clk0 [all_outputs]
==> out/results.ini <==
[detailed_routing]
dr.pass1.iters = 6
detail_route.wl_per_cell_um = 20.2
vias = 7251
drt_iter0_markers = 904
diodes = 0
routed_via_density = 6.19
antenna_left = 0
drc = 0
wl_um = 23700

[worst_setup_path]
crit_path_start = floatA[10]
path_delay_family = AND-OR/OR-AND gates
crit_arrival_ns = 14.31
crit_slowest_cell = a211oi_1
slowest_delay_ns = 0.75
worstSetupEndpointType = output pin
start_kind = primary input
critical_path_cell_count = 28
path_max_fanout = 17
path_class = in -> out
required_ns = 19.92
worst-path-buf-inv = 6

[power_and_ir_drop]
sw_frac_of_total_pct = 62.0
clock_power_share_pct = 0
internal-power_mw = 0.245
power_per_cell_area_nw_per_um2 = 95.3
p_sw_mw = 0.399
p_comb_share_pct = 100.0
pwr-share-seq_pct = 0
p_leak_nw = 2.61
power.total_mw = 0.644
vdd_drop_max_uv = 36.3

[synthesis]
yosys.stat.seqShare_pct = 0
most_common_cell = nand2_1
yosys_area_sq_um = 6000
syn_area_sq_um = 6000
synthDistinctLibCells = 86
top_area_share_pct = 12.1
ys_warn_count = 1
top_area_cell = ha_1
area_leaders = ha_1, mux2i_1, a21oi_1
netlist_top_cells_count = nand2_1, a21oi_1, o21ai_0
avgSynthCellArea_sq_um = 6.72
netlist_instances = 893
ys_cells = 893

[min_path]
hold_start = floatB[0]
min_to = sum[0]
hp-class = in -> out
hold_depth = 4

[placed_design]
dpl_cell_area_sq_um = 6750
io_buffers = 48
pre_cts_ws_ns = 5.80
dp_cells = 1172
place_congestion = 1.02
place_hpwl_um = 18800

[floorplanning]
die_w_um = 143
fp_util_pct = 30.7
num_io_pins = 48
die_h_um = 143
die_area_sq_um = 20600
num_rows = 51
fp.coreArea_sq_um = 19500

[cells_and_area]
layout.cells.non_filler = 1172
area_growth_pct = 12.5
nClkBuffers = 0
finish.utilization_pct = 34.6
ff_count = 0
seqCellArea_sq_um = 0
layout-drive-gt1-share_pct = 6.39
final_area_sq_um = 6750

[grt]
gr-total-overflow = 0
grt_usage_pct = 23.6
antenna_found_initial = 0
grt_pass1_vias = 6592
grt_max_degree = 29
grt_first_pass_wirelength_um = 37000

[timing]
setup_viol = 0
finalHoldViolCount = 0
tightest_slew_ns = 0.970
slew_viol_final = 0
final.setup.worst_slack_ns = 5.61
whs_ns = 11.12
relSlewSlack_pct = 34.9
rsz0062_at_grt = false
fin_setup_tns_ns = 0
timing.fmax_mhz = 51.8
finalCriticalPeriod_ns = 19.29
fin_crit_sh_pct = 77.5

[run_status]
outcome = completed

[job]
warnings = 69
maxCapViolCount = 0

[clock_network]
ctsResizeCount = 0
holdBufCountCts = 0
cts_setup_buffers = 0

==> cell usage in the layout, fill, tap and decap left out, drive strengths merged, types with 8 or more instances in the layout <==
master	count
a2111oi	9
a211oi	14
a21o	11
a21oi	74
a221oi	8
a22oi	17
a31oi	10
and2	11
buf	20
clkdlybuf4s50	48
ha	58
inv	52
mux2	8
mux2i	43
nand2	77
nand3	26
nand4	12
nor2	51
nor2b	13
nor3	28
nor4	20
o211ai	15
o21ai	79
o31ai	12
or2	8
or3	8
xnor2	36
xor2	16
==> power groups by stage <==
| stage | registers (mW) | logic [mW] | clock network (mW) |
|---|---|---|---|
| 4_1_cts | 0 | 0.630 | 0 |
| 6_report | 0 | 0.644 | 0 |
| 5_1_grt | 0 | 0.695 | 0 |
==> per-layer routing <==
metal | GRT usage [%] | wire length, um
met5 | 0 | 0
met4 | 7.56 | 855
met3 | 2.82 | 2050
met2 | 36.7 | 10400
met1 | 33.7 | 10400
==> how the worst max path moves through the flow <==
| stage | end |
|---|---|
| after CTS | sum[5] |
| after global routing | sum[5] |
| final | sum[5] |
==> logic make-up (layout without fill, tap and decap cells) <==
family,Yosys count,count (layout),synth area share [%]
compound gates,329,329,37.3
xor+xnor,52,52,7.59
fa+ha+maj,63,63,13.8
buf+inv,108,122,6.99
mux,51,51,8.74
simple gates,290,290,25.7
==> layout make-up <==
cell class | instances | area [sq um]
Multi-Input combinational cell | 785 | 5590
Inverter | 54 | 203
Timing Repair Buffer | 68 | 631
Fill cell | 2135 | 12800
Tap cell | 265 | 332
Power and IR drop assume default switching activity.
